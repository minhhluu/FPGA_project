[/design/flow/design.v]
`timescale 1ns / 1ps
module LCD_Rotary(
    input wire rst,
    input wire clk,
    input wire [4:0] BTN,
    output reg LCD_VO,
    output reg LCD_RS,
    output reg LCD_EN,
    output reg LCD_RW,
    output reg [3:0] LCD_DATA,
    output reg [14:0] LED
    );
    reg [16:0] duty;
    reg [16:0] cnt2;
    reg [16:0] cnt;
    reg [5:0] LCD_state;
    reg done = 0;
    parameter STEP_CONT = 17'd50;
    parameter DUTY_MIN = 17'd0;
    parameter DUTY_MAX = 17'd90_000;
    always @(posedge clk or negedge rst) begin
        if (!rst) begin
            cnt2        <= 0;  
            LCD_VO      <= 1'b0;
            duty        <= 17'd50_000;
            LCD_state   <= 6'd0;
            LCD_RW      <= 0;
            LED         <= 15'd0;
            LCD_EN      <= 0;
            done        <= 0;
        end
        else begin
            if (BTN[2] && cnt2 == 0) begin
                if (duty + STEP_CONT <= DUTY_MAX) begin
                    duty <= duty + STEP_CONT;
                end
                else duty <= DUTY_MAX;
            end
            if (BTN[1] && cnt2 == 0) begin
                if (duty >= STEP_CONT) begin
                    duty <= duty - STEP_CONT;
                end           
                else duty <= DUTY_MIN;
            end
            if (cnt2 < 99_999) begin
                cnt2 <= cnt2 + 1;
            end 
            else cnt2 <= 0;
            LCD_VO <= (cnt2 < duty) ? 1'b1 : 1'b0;
            if (!done) begin
                cnt = (cnt > 100_000) ? 0 : cnt + 1; 
                case(cnt)
                    99_999: begin
                        LCD_EN <= ~LCD_EN;
                        if (~LCD_EN) begin
                            case(LCD_state)
                                0: begin
                                    LCD_DATA <= 4'h0;
                                    LCD_RS <= 0;
                                    LCD_state <= 1;
                                end
                                1: begin
                                    LCD_DATA <= 4'h2;
                                    LCD_state <= 2;
                                end
                                2: begin
                                    LCD_DATA <= 4'h2;
                                    LCD_state <= 3;
                                end
                                3: begin
                                    LCD_DATA <= 4'h8;
                                    LCD_state <= 4;
                                end
                                4: begin
                                    LCD_DATA <= 4'h0;
                                    LCD_state <= 5;
                                end
                                5: begin
                                    LCD_DATA <= 4'h1;
                                    LCD_state <= 6;
                                end
                                6: begin
                                    LCD_DATA <= 4'h0;
                                    LCD_state <= 7;
                                end
                                7: begin
                                    LCD_DATA <= 4'hE;
                                    LCD_state <= 8;
                                end
                                8: begin
                                    LCD_DATA <= 4'h4;  
                                    LCD_RS <= 1;
                                    LCD_state <= 9;
                                end
                                9: begin
                                    LCD_DATA <= 4'h8;  
                                    LCD_state <= 10;
                                end
                                10: begin
                                    LCD_DATA <= 4'h6;  
                                    LCD_state <= 11;
                                end
                                11: begin
                                    LCD_DATA <= 4'h5;  
                                    LCD_state <= 12;
                                end
                                12: begin
                                    LCD_DATA <= 4'h6;  
                                    LCD_state <= 13;
                                end
                                13: begin
                                    LCD_DATA <= 4'hC;  
                                    LCD_state <= 14;
                                end
                                14: begin
                                    LCD_DATA <= 4'h6;  
                                    LCD_state <= 15;
                                end
                                15: begin
                                    LCD_DATA <= 4'hC;  
                                    LCD_state <= 16;
                                end
                                16: begin
                                    LCD_DATA <= 4'h6;  
                                    LCD_state <= 17;
                                end
                                17: begin
                                    LCD_DATA <= 4'hF;  
                                    LCD_state <= 18;
                                end
                                18: begin
                                    LCD_DATA <= 4'h2;  
                                    LCD_state <= 19;
                                end
                                19: begin
                                    LCD_DATA <= 4'hC;  
                                    LCD_state <= 20;
                                end
                                20: begin
                                    LCD_DATA <= 4'h2;  
                                    LCD_state <= 21;
                                end
                                21: begin
                                    LCD_DATA <= 4'h0;  
                                    LCD_state <= 22;
                                end
                                22: begin
                                    LCD_DATA <= 4'h6;  
                                    LCD_state <= 23;
                                end
                                23: begin
                                    LCD_DATA <= 4'hD;  
                                    LCD_state <= 24;
                                end
                                24: begin
                                    LCD_DATA <= 4'h7;  
                                    LCD_state <= 25;
                                end
                                25: begin
                                    LCD_DATA <= 4'h9;  
                                    LCD_state <= 26;
                                end
                                26: begin
                                    LCD_DATA <= 4'h2;  
                                    LCD_state <= 27;
                                end
                                27: begin
                                    LCD_DATA <= 4'h0;  
                                    LCD_state <= 28;
                                end
                                28: begin
                                    LCD_DATA <= 4'h6;  
                                    LCD_state <= 29;
                                end
                                29: begin
                                    LCD_DATA <= 4'hE;  
                                    LCD_state <= 30;
                                end
                                30: begin
                                    LCD_DATA <= 4'h6;  
                                    LCD_state <= 31;
                                end
                                31: begin
                                    LCD_DATA <= 4'h1;  
                                    LCD_state <= 32;
                                end
                                32: begin
                                    LCD_DATA <= 4'h6;  
                                    LCD_state <= 33;
                                end
                                33: begin
                                    LCD_DATA <= 4'hD;  
                                    LCD_state <= 34;
                                end
                                34: begin
                                    LCD_DATA <= 4'h6;  
                                    LCD_state <= 35;
                                end
                                35: begin
                                    LCD_DATA <= 4'h5;  
                                    LCD_state <= 36;
                                end
                                36: begin
                                    LCD_DATA <= 4'h2;  
                                    LCD_state <= 37;
                                end
                                37: begin
                                    LCD_DATA <= 4'h0;  
                                    LCD_state <= 38;
                                end
                                38: begin
                                    LCD_DATA <= 4'h2;  
                                    LCD_state <= 39;
                                end
                                39: begin
                                    LCD_DATA <= 4'h0;  
                                    LCD_state <= 40;
                                end
                                40: begin
                                    LCD_DATA <= 4'h2;  
                                    LCD_state <= 41;
                                end
                                41: begin
                                    LCD_DATA <= 4'h0;  
                                    LCD_state <= 42;
                                end
                                42: begin
                                    LCD_RS <= 0;           
                                    LCD_DATA <= 4'hC;      
                                    LCD_state <= 43;
                                end
                                43: begin
                                    LCD_DATA <= 4'h0;      
                                    LCD_state <= 44;
                                end
                                44: begin
                                    LCD_RS <= 1;           
                                    LCD_DATA <= 4'h6;      
                                    LCD_state <= 45;
                                end
                                45: begin
                                    LCD_DATA <= 4'h9;      
                                    LCD_state <= 46;
                                end
                                46: begin
                                    LCD_DATA <= 4'h7;
                                    LCD_state <= 47;
                                end
                                47: begin
                                    LCD_DATA <= 4'h3;
                                    LCD_state <= 48;
                                end
                                48: begin
                                    LCD_DATA <= 4'h2;  
                                    LCD_state <= 49;
                                end
                                49: begin
                                    LCD_DATA <= 4'h0;  
                                    LCD_state <= 50;
                                end
                                50: begin
                                    LCD_DATA <= 4'h4;      
                                    LCD_state <= 51;
                                end
                                51: begin
                                    LCD_DATA <= 4'hD;      
                                    LCD_state <= 52;
                                end
                                52: begin
                                    LCD_DATA <= 4'h6;      
                                    LCD_state <= 53;
                                end
                                53: begin
                                    LCD_DATA <= 4'h9;      
                                    LCD_state <= 54;
                                end
                                54: begin
                                    LCD_DATA <= 4'h6;      
                                    LCD_state <= 55;
                                end
                                55: begin
                                    LCD_DATA <= 4'hE;      
                                    LCD_state <= 56;
                                end
                                56: begin
                                    LCD_DATA <= 4'h6;      
                                    LCD_state <= 57;
                                end
                                57: begin
                                    LCD_DATA <= 4'h8;      
                                    LCD_state <= 58;
                                end
                                58: begin
                                    done <= 1;
                                    cnt <= 0;
                                end
                            endcase
                        end
                    end
                endcase
            end
        end 
    end
endmodule
[/design/flow/constraint.sdc]
current_design LCD_Rotary

set clk_period 14.3
set clk_io_pct 0.2

create_clock -name clk0 -period $clk_period [get_ports {clk}]

set non_clock_inputs [all_inputs -no_clocks]
set_input_delay [expr $clk_period * $clk_io_pct] -clock clk0 $non_clock_inputs
set_output_delay [expr $clk_period * $clk_io_pct] -clock clk0 [all_outputs]
[/design/flow/run.sh]
#!/bin/bash
# OpenROAD 26Q1-2900-gdf79404cd8, Yosys 0.63+post, stock flow scripts
make -C /OpenROAD-flow-scripts/flow DESIGN_CONFIG=/design/flow/config.mk WORK_HOME=/design/flow/orfs finish
[/design/flow/config.mk]
export PLATFORM = sky130hd
export DESIGN_NAME = LCD_Rotary
export DESIGN_NICKNAME = LCD_Rotary
export VERILOG_FILES = /design/flow/design.v
export SDC_FILE = /design/flow/constraint.sdc
export NUM_CORES = 4
export LEC_CHECK = 1
export CORE_UTILIZATION = 30
==> qor.txt <==
post-CTS sizing: 0
Vias: 5193
cells after synthesis: 713
Post-synth regs: 64
r2r worst-path depth: 11
Die Wd: 139 um
post-layout util: 33.7%
crit-path max FO: 17
routability congestion estimate: 0.914
drt via density: 5.57
crit path DRT: 14.57 ns
RR Endpoint: duty[10]
remaining antenna violation count after routing: 0
crit end category: flip-flop
critical path's largest stage delay: 0.58 ns
Area Overhead vs Synth: 8.73%
reg-to-reg startpoint: duty[1]
crit share post-route: 33.8%
clk sinks: 64
Worst-Skew Late Latency: 0.34 ns
RSZ-0062 raised after global routing: false
initial antenna violation count: 0
global-route wire length before repair: 23800 um
fp_density: 31.0%
Mapped Area: 5620 sq um
largest net degree at the start of global routing: 45
Pre-Repair DR Iteration Count: 8
async set or reset register ratio after synthesis: 65.6%
row count: 49
yosys stat chip area: 5620 sq um
CTS buffer count: 9
HPWL Detailed: 9370 um
Critical Path, Cell by Cell: clkdlybuf4s50_1, and2_1, nand2_1, o32ai_1, a21oi_1, a21oi_1
Post-synth EDFFs: 22
Syn. warnings: 1
Iter 0 DRT Violations: 502
cell taking the most area after synthesis: dfrtp_1
Min-Delay Path Class: reg -> reg
Critical Path AT: 5.10 ns
cell with the most instances after synthesis: nor2_1
maxcap violations: 0
Crit. Startpoint: BTN[1]
share of cells above drive strength 1: 7.68%
count of final max-slew check failures: 0
VDD IR max: 0.0605 mV
PD cells: 77.3 nW/um^2
final hold viol count: 0
status: finished clean
vias in the first global route: 4638
chip footprint: 19300 sq um
CP endpoint: duty[16]
Tmin final: 4.83 ns
stage-log warning count: 32
CP max-delay cell: and2_1
Most common cell on crit path: a21oi_1
Detailed Route WL: 14000 um
Cell Type Count: 80
core area: 18100 sq um
top cells, area: dfrtp_1 (16%), edfxtp_1 (12%), nor2_1 (5.9%)
Post-CTS Hold Fix Bufs: 0
Post-Syn Area per Cell: 7.88 sq um
WL/cell: 15.0 um
Setup crit start kind: input port
GRT overflow: 0
critical path type: in -> reg
Max-Slew Margin vs Limit: 48.9%
Tot GR Track Use: 15.2%
Setup TNS: 0 ns
Antenna Diode Count: 0
synth cell count leaders: nor2_1 (89), nand2_1 (62), a21oi_1 (55)
clock-pin slew on the worst setup and hold paths: 0.06 ns
Cell Area, Placed: 5820 sq um
Clk Tree Root Cell: clkbuf_16
Leak: 0.00237 uW
worst-margin pin slew: 0.761 ns
Largest delay share family, worst path: simple AND/OR/NAND/NOR gates
CTS tree: done
final instance area: 6110 sq um
height of the die: 139 um
WP depth: 6
I/O Buffers: 10
flop2flop setup slack: 10.35 ns
Clock Skew: 0.00652 ns
Most common reg cell: dfrtp_1
Fmax: 0.207 GHz
clk buf depth: 2
WP buf/inv: 1
Final setup viols: 0
ys cells: 713
Post-route DRC: 0
Post-synth seq share: 30.6%
# Post-CTS Setup Buffers: 0
Hold WS: 0.520 ns
Ports: 30
post-synth top area share: 16.0%
H-tree depth: 3
[cell usage in the layout, fill, tap and decap left out, types with 12 or more instances in the layout]
master and n:
and3_1 12, conb_1 16, a31oi_1 12, nor4_1 14
o21ai_0 51, nand2_1 62, dfrtp_1 36, a21oi_1 55
inv_1 28, xnor2_1 21, nor2_1 89, or3_1 13
nand4_1 16, edfxtp_1 22, nand3_1 30, ha_1 23
xor2_1 16
[sequential cells by signal (all words and copies together) (netlist names)]
signal and flops:
done 1, LCD_RS 1, LCD_DATA 4, LCD_VO 1
LCD_EN 1, LCD_state 6, duty 16, cnt2 17
cnt 17
[worst register-to-register path: stages (launching register included)]
cell and delay [ns]:
dfrtp_1 0.54, inv_1 0.17, ha_1 0.37, nand2b_1 0.15, a21oi_1 0.14, o21ai_0 0.12
a2111oi_0 0.61, nor4_1 0.11, o21ai_1 0.60, o21ai_1 0.42, a2111oi_0 0.47, o21ai_0 0.12
[metrics by stage]
stage / worst slack, ns / std cells / total power, uW
5_1_grt: 9.33 / 932 / 495
6_report: 9.47 / 932 / 472
3_5_place_dp: 9.21 / 916 / 259
4_1_cts: 9.56 / 932 / 479
3_3_place_gp: 9.18 / 916 / 259
2_1_floorplan: 10.22 / 728 / 250
[where the power goes]
| part | total [uW] | internal, uW | switching (uW) | leakage (uW) |
|---|---|---|---|---|
| Combinational | 45.2 | 17.9 | 27.3 | 0.00149 |
| Clock | 216 | 128 | 88.2 | 0.000140 |
| Sequential | 211 | 199 | 12.3 | 0.000737 |
| Total | 472 | 345 | 128 | 0.00237 |
[kinds of logic (layout without fill, tap and decap cells)]
family / Yosys count / after routing / synth area share, %
buffers and inverters: 91 / 66 / 7.64
AND/OR/NAND/NOR: 296 / 296 / 27.3
multiplexers: 3 / 3 / 0.535
other: 1 / 16 / 0.0668
adder cells (fa/ha/maj): 24 / 24 / 5.30
XOR/XNOR: 37 / 37 / 5.77
AND-OR/OR-AND: 197 / 197 / 22.8
flip-flops: 64 / 64 / 30.6
[per-layer routing]
metal / vias to the layer above / track usage (%) / routed length [um]
li1: 2560 / - / -
met1: 2425 / 24.3 / 6890
met2: 186 / 22.4 / 6110
met3: 22 / 2.32 / 786
met4: 0 / 2.69 / 180
met5: - / 0 / 0
[area by class of cell]
type / instances / area [sq um]
tap: 229 / 287
fill: 1899 / 12000
timing repair buffer: 21 / 178
multi-input combinational: 573 / 3520
clock inverter: 6 / 40.0
inverter: 29 / 109
sequential: 64 / 1720
clock buffer: 10 / 250
[worst min-delay path by stage]
stage | cells past startpoint | slack [ns] | to | startpoint
finish | 1 | 0.52 | cnt2[0] | cnt2[0]
global route | 1 | 0.57 | cnt2[0] | cnt2[0]
CTS | 1 | 0.53 | cnt2[0] | cnt2[0]
Power and IR drop assume default switching activity.

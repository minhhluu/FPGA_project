**flow/constraint.sdc**
```tcl
current_design one_wire

set clk_period 6.0
set clk_io_pct 0.2

create_clock -name clk0 -period $clk_period [get_ports {clk}]

set non_clock_inputs [all_inputs -no_clocks]
set_input_delay [expr $clk_period * $clk_io_pct] -clock clk0 $non_clock_inputs
set_output_delay [expr $clk_period * $clk_io_pct] -clock clk0 [all_outputs]
```
**flow/run.sh**
```bash
#!/bin/bash
# OpenROAD 26Q1-2900-gdf79404cd8, Yosys 0.63+post, stock flow scripts
make -C /OpenROAD-flow-scripts/flow DESIGN_CONFIG=/design/flow/config.mk WORK_HOME=/design/flow/orfs finish
```
**flow/design.v**
```verilog
`timescale 1ns / 1ps
module one_wire(
   input wire rst, clk,
	inout wire dht_io,
   input wire [4:0] BTN,
   input wire [7:0] I2C_project_step,
	input wire ws2812_step,
   output wire I2C_button_step,
	output wire [7:0] value_one_wire_1, value_one_wire_2, value_one_wire_3, value_one_wire_4,
   output reg [5:0] LEDR,
	output reg [8:0] LEDG
   );
	reg I2C_button_step_reg;
	reg [31:0] cnt;
	reg [23:0] counter;
	reg [3:0] state;
	reg dht_io_out;  
	reg dht_io_oe;   
	wire dht_io_in;  
	reg [7:0] rh_int, rh_dec;
	reg [7:0] temp_int, temp_dec;
	reg [39:0] data_store_temp;
	reg [7:0] checksum;
	reg [5:0] bit_count;
	reg [1:0] read_state;
	reg [2:0] BTNisPressed;
	assign value_one_wire_1 = data_store_temp[23:16] / 10 + 48;  
	assign value_one_wire_2 = data_store_temp[23:16] % 10 + 48;
	assign value_one_wire_3 = data_store_temp[15:8] / 10 + 48;
	assign value_one_wire_4 = data_store_temp[15:8] % 10 + 48;
	assign dht_io     = dht_io_oe ? dht_io_out : 1'bz;  
	assign dht_io_in  = dht_io;  
	assign I2C_button_step = I2C_button_step_reg;
	localparam CLK_1US          = 50;               
	localparam START_LOW_US     = 20_000;           
	localparam START_LOW        = START_LOW_US * CLK_1US;   
	localparam WAIT_RESPONSE_US = 40;               
	localparam WAIT_RESPONSE    = WAIT_RESPONSE_US * CLK_1US;   
	localparam DELAY_80_US      = 85;               
	localparam DELAY_80         = DELAY_80_US * CLK_1US;   
	localparam WRITE_DELAY_US   = 50;               
	localparam WRITE_DELAY      = WRITE_DELAY_US * CLK_1US;   
	localparam counter_value = 10_000_000;
	localparam STATE_IDLE       = 0;
	localparam STATE_START_LOW  = 1;
	localparam STATE_WAIT_HIGH  = 2;
	localparam STATE_WAIT_RESP_LOW  = 3;
	localparam STATE_WAIT_RESP_HIGH = 4;
	localparam STATE_READ_DATA  = 5;
	localparam STATE_WAIT_CHECKSUM = 6;
	localparam STATE_CHECKSUM = 7;
	localparam STATE_DONE = 8;
	always @(posedge clk or negedge rst) begin
	if (!rst) begin  
		state <= STATE_IDLE;
		dht_io_oe <= 0;  
		dht_io_out <= 1;  
		LEDR <= 6'd0;
		LEDG <= 9'd0;
		rh_int <= 8'd0;
		rh_dec <= 8'd0;
		temp_int <= 8'd0;
		temp_dec <= 8'd0;
		checksum <= 8'd0;
		read_state <= 2'b00;
		data_store_temp <= 40'd0;
		cnt <= 0;
		counter <= 24'd0;
		BTNisPressed <= 3'd0;
		I2C_button_step_reg <= 1'b0;
		bit_count <= 0;
	end else begin
		case(I2C_project_step)         
			1: begin
				case(I2C_button_step_reg)
					1'b0: begin
					   case (BTN)
							  5'b00001: begin 
									BTNisPressed <= 1;
							  end
							  default: begin end
                  endcase
						case(BTNisPressed)
							  1: begin
									LEDR[0] <= 1'b1;  
									case (state)
											STATE_IDLE: begin
											dht_io_oe <= 1;          
											dht_io_out <= 0;         
											cnt <= cnt + 1;
											state <= (cnt > START_LOW) ? STATE_START_LOW : STATE_IDLE;
										end
										STATE_START_LOW: begin
											if (cnt > WAIT_RESPONSE) begin  
												dht_io_out <= 1;  
												dht_io_oe <= 0;  
												state <= STATE_WAIT_HIGH;
											end else begin
												cnt <= cnt + 1;
											end
										end	
										STATE_WAIT_HIGH: begin
											if (dht_io_in == 0) begin
												state <= STATE_WAIT_RESP_LOW;
											end
										end
										STATE_WAIT_RESP_LOW: begin  
											if (cnt > DELAY_80) begin
												cnt <= 0;
												state <= STATE_WAIT_RESP_HIGH;
											end else begin
												cnt <= cnt + 1;
											end
										end
										STATE_WAIT_RESP_HIGH: begin  
											if (dht_io_in == 1) begin
												cnt <= cnt + 1;
												if (cnt > DELAY_80) begin
													cnt <= 0;
													state <= STATE_READ_DATA;
												end
											end else begin
												cnt <= 0;  
											end
										end
										STATE_READ_DATA: begin
											case (read_state)
												2'b00: begin
													if (dht_io_in == 1'b0) begin
														cnt <= 0;
														read_state <= 2'b01;
														LEDR[1] <= 1'b1;  
													end
												end
												2'b01: begin
													if (dht_io_in == 1'b1) begin
														cnt <= 0;
														read_state <= 2'b10;
														LEDR[2] <= 1'b1;  
													end
												end
												2'b10: begin
													if (dht_io_in == 1'b1) begin
														cnt <= cnt + 1;
														LEDR[3] <= 1'b1;  
													end else begin
														if (bit_count < 6'd40) begin
															data_store_temp <= {data_store_temp[38:0], (cnt > WRITE_DELAY)};
															bit_count <= bit_count + 1;
														end
														if (bit_count == 6'd39) begin
															state <= STATE_WAIT_CHECKSUM;
															LEDR[4] <= 1'b1;  
														end
														cnt <= 0;
														read_state <= 2'b00;
													end
												end
											endcase
										end
										STATE_WAIT_CHECKSUM: begin
											state <= STATE_CHECKSUM;
										end
										STATE_CHECKSUM: begin
											LEDR[5] <= 1'b1;  
											rh_int    <= data_store_temp[39:32];
											rh_dec    <= data_store_temp[31:24];
											temp_int  <= data_store_temp[23:16];
											temp_dec  <= data_store_temp[15:8];
											checksum  <= data_store_temp[7:0];
											state <= STATE_DONE;
										end
										STATE_DONE: begin
											if ((rh_int + rh_dec + temp_int + temp_dec) == checksum) begin
												LEDG[7:0] <= temp_int;  
											end 
											else begin
												LEDG[7] <= 1'b1;   
											end
											I2C_button_step_reg <= 1'b1;
											BTNisPressed <= 0;
											cnt <= cnt + 1;
											if (cnt > START_LOW) begin
												cnt <= 0;
												state <= STATE_START_LOW;
											end
										end
										default: begin
										end
									endcase
							  end
							  default: begin
							  end
						endcase
					end
					default: begin
					end
				endcase
			end
			2: begin 
				I2C_button_step_reg <= 1'b0;
			end
			default: begin
			end
		endcase
	end
end
endmodule
```
**flow/config.mk**
```make
export PLATFORM = sky130hd
export DESIGN_NAME = one_wire
export DESIGN_NICKNAME = one_wire
export VERILOG_FILES = /design/flow/design.v
export SDC_FILE = /design/flow/constraint.sdc
export NUM_CORES = 4
export LEC_CHECK = 1
export CORE_UTILIZATION = 30
```
==> reports/qor.yml <==
largest_area_cell: "dfrtp_1"
area_leaders: "dfrtp_1 41%, nand2_1 7.2%, mux2_2 5.1%"
ys_cells: 932
haltStage: "clock tree synthesis (4_1_cts)"
post_cts_buffers: 6
root_buffer: "clkbuf_16"
synthesis.area_um2: 8690
synthFlopType: "dfrtp_1"
ys_types: 91
tool.error: "[error] [KeplerFormal.cpp:679] Workflow failed: Iso has multiple drivers: .dht_io0, dht_io$_DFFE_PN1P_.Q0"
yosys_warnings: 2
place_inst: 1333
clock_path_buffers: 2
edf_count: 0
synthCells: 932
synthArstFlopShare_pct: 100
cts-buffers-inserted: 17
cts_resized: 15
ys_seq_share_pct: 42.7
die_h_um: 172
pin_count: 65
initial_utilization_pct: 30.9
gp_congestion: 0.865
outcome: "did not finish"
rows: 61
numSynthFlops: 148
portBuffers: 59
synth_area_per_cell_um2: 9.33
h-tree-depth: 4
yosys.area.top_type_share_pct: 41.5
yosys-stat-area_um2: 8690
cts.sinks: 148
dp_hpwl_mm: 12.2
die_x_um: 172
ctsHoldBuffers: 0
## cells in the mapped netlist (3+ instances only)
cell / n
nor2b_1: 13
fa_1: 14
o32ai_1: 3
o21ai_0: 48
dfstp_2: 4
mux2i_1: 7
buf_1: 4
a31o_2: 4
and3b_1: 3
xnor2_1: 32
dfrtp_1: 144
a21oi_1: 30
nor3_1: 11
o31ai_1: 7
inv_1: 32
a31oi_1: 9
and3_1: 10
nor2_1: 73
a22oi_1: 3
nand4_1: 6
or2_2: 3
a22o_1: 3
o22ai_1: 5
nor4_1: 12
buf_2: 9
o21bai_1: 3
o221ai_1: 5
o211ai_1: 4
buf_4: 9
xor2_1: 35
nand2_1: 166
mux2_2: 39
and2_1: 7
a311oi_1: 3
ha_1: 15
a32o_1: 3
nand3_1: 28
clkbuf_1: 30
or3_1: 3
nand2b_1: 13
a21o_1: 12
a41o_1: 3
## cell families after synthesis
group | Yosys count | share of synthesized area, %
other | 1 | 0.0431
adder cells (fa/ha/maj) | 32 | 5.74
flip-flops | 148 | 42.7
AND-OR/OR-AND | 182 | 14.6
XOR/XNOR | 67 | 6.75
AND/OR/NAND/NOR | 367 | 19.8
multiplexers | 47 | 6.02
buffers and inverters | 88 | 4.40
## stage by stage
| step | power [uW] | hold slack [ns] | area [um^2] | worst slack, ns |
|---|---|---|---|---|
| 3_3_place_gp | 1050 | 0.455 | 9630 | 0.216 |
| 2_1_floorplan | 1020 | 0.408 | 8700 | 0.921 |
| 3_5_place_dp | 1050 | 0.457 | 9630 | 0.247 |
Power and IR drop assume default switching activity.

**./design.v**
```verilog
`timescale 1ns / 1ps
module I2C_data_store(
    input wire rst, clk,
    input wire [7:0] I2C_project_step,
	 input wire [7:0] value_one_wire_1, value_one_wire_2, value_one_wire_3, value_one_wire_4,
    output wire I2C_data_store_step,
    output wire [63:0] I2C_data_out_1,
    output wire [255:0] I2C_data_out_2,
    output wire [15:0] I2C_data_out_3,
    output wire [255:0] I2C_data_out_4,
    output reg [2:0] LED
    );
    reg [127:0] I2C_data_high1;  
    reg [127:0] I2C_data_high2;  
    reg [3:0] I2C_data_low;   
    reg [255:0] I2C_data_out_2_reg;
    reg [255:0] I2C_data_out_4_reg;
    reg I2C_data_store_step_reg;
    integer i;
    assign I2C_data_out_1 = {
        8'h0C, 8'h2C, 8'h2C, 8'h8C,
        8'h0C, 8'h1C, 8'h0C, 8'hEC
    };
    assign I2C_data_out_2 = I2C_data_out_2_reg;
    assign I2C_data_out_3 = {
        8'hCC, 8'h0C
    };
    assign I2C_data_out_4 = I2C_data_out_4_reg;
    assign I2C_data_store_step = I2C_data_store_step_reg;
    always @(posedge clk or negedge rst) begin
        if (!rst) begin
            I2C_data_high1          <= "N: 10 T: 06 N:25";
            I2C_data_high2          <= "Temp: 00.00 oC  ";
            I2C_data_low            <= 4'hD;
            I2C_data_store_step_reg <= 1'b0;
            LED <= 3'd0;
        end
        else begin
            case (I2C_project_step)
                1: begin 
                    I2C_data_store_step_reg <= 1'b0;
                    I2C_data_high2[79:72] <= value_one_wire_1; 
                    I2C_data_high2[71:64] <= value_one_wire_2;
                    I2C_data_high2[55:48] <= value_one_wire_3;
                    I2C_data_high2[47:40] <= value_one_wire_4;
                end
                2: begin
                    case (I2C_data_store_step_reg)
                        1'b0: begin
                            for (i = 0; i < 32; i = i + 1) begin
                                I2C_data_out_2_reg[i*8 +: 8] = {I2C_data_high1[i*4 +: 4], I2C_data_low[3:0]};
                                I2C_data_out_4_reg[i*8 +: 8] = {I2C_data_high2[i*4 +: 4], I2C_data_low[3:0]};
                            end
                            case (i)
                                32: begin
                                    i = 0;
                                    I2C_data_store_step_reg <= 1'b1;
                                    LED[2] <= 1'b1;
                                end
                            endcase
                        end
                        default: begin end
                    endcase
                end
                default: begin end
            endcase
        end
    end
endmodule
```
**./run.sh**
```bash
#!/bin/bash
# OpenROAD 26Q1-2900-gdf79404cd8, Yosys 0.63+post, stock flow scripts
make -C /OpenROAD-flow-scripts/flow DESIGN_CONFIG=/design/flow/config.mk WORK_HOME=/design/flow/orfs finish
```
**./config.mk**
```make
export PLATFORM = sky130hd
export DESIGN_NAME = I2C_data_store
export DESIGN_NICKNAME = I2C_data_store
export VERILOG_FILES = /design/flow/design.v
export SDC_FILE = /design/flow/constraint.sdc
export NUM_CORES = 4
export LEC_CHECK = 1
export CORE_AREA = 10 10 250 250
export DIE_AREA = 0 0 260 260
```
**./constraint.sdc**
```tcl
current_design I2C_data_store

set clk_period 4.9
set clk_io_pct 0.2

create_clock -name clk0 -period $clk_period [get_ports {clk}]

set non_clock_inputs [all_inputs -no_clocks]
set_input_delay [expr $clk_period * $clk_io_pct] -clock clk0 $non_clock_inputs
set_output_delay [expr $clk_period * $clk_io_pct] -clock clk0 [all_outputs]
```
==> CHANGELOG.md <==
## Flow update

* Top cell excl fill/tap: conb_1
* Synthesized cell area at 6656 sq um
* WHS Endpoint: I2C_data_out_4[149]$_DFFE_PP_
* Clock Path Buffers at 2
* Yosys Instances at 677
* Max frequency at 364.3 MHz
* ANT nets after route at 0
* Final WL at 13.38 mm
* Final std cells w/o fill at 1521
* Cell chain of the critical path: clkdlybuf4s50_1 > nor3_1 > nand3_4 > mux2_4
* Tmin final at 2.745 ns
* Synth Seq Share at 27.37%
* Fin. Hold Viols at 0
* H-tree Lvls at 3
* CTS tree: yes
* Vias/cell at 1.771
* Core area at 56710 sq um
* Initial antenna violation count at 0
* Hold Path Depth at 0
* Max Cap Viol at 0
* Fraction of layout cells with a size suffix above 1 at 8.235%
* Worst stage delay on the critical path at 0.59 ns
* Num CTS Buffers at 9
* CP Max Fanout at 32
* DR vias at 2693
* IO Pins at 638
* First-pass GRT wire length at 17.78 mm
* Worst Clk Skew at 0.01023 ns
* Final setup viols at 0
* HP Class: reg -> reg
* Final Power at 1.453 mW
* Routed WL per cell at 8.795 microns
* Post-route setup TNS at 0 ns
* Cts-stage hold buffer count at 0
* Final Slew Violations at 0
* Diodes inserted at 0
* Worst vdd ir at 170.8 uV
* Warnings from Yosys at 1
* Fin area at 6551 sq um
* Largest net degree at the start of global routing at 36
* R2r worst-path depth at 4
* DRT iter0 DRCs at 25
* Critical Path AT at 2.96 ns
* Top Layout Cells: conb_1, clkdlybuf4s50_1, edfxtp_1
* R2r setup slk at 3.29 ns
* PwrDens at 221.7 nW/um^2
* Die Area at 67600 sq um
* Post-CTS setup buffers at 0
* Syn Inst Count at 677
* CP endpoint kind: flip-flop
* Required @ worst endpoint at 5.11 ns
* Std-Cell Rows at 87
* Log Warnings at 25
* IO buf count at 75
* Status: finished, final reports clean
* DIE WIDTH at 260 microns
* Die Y at 260 microns
* Inst Count DP at 1505
* Syn_area_per_cell at 9.832 sq um
* Clock sink count at 66
* Layout Area Growth over Synthesis at -1.579%
* WS Path Type: in -> reg
* Max-Slew Margin vs Limit at 52.75%
* Placement Cell Area at 6212 sq um
* Latency at later pin at 0.33 ns
* Seq cells post-synth at 66
* Worst-Margin Slew at 0.7088 ns
* Total gr overflow at 0
* Worst Setup Start Kind: primary input
* RR Startpoint: I2C_data_store_step_reg$_DFFE_PN0P_
* Post-CTS sizing at 0
* GRT Overall Usage at 3.202%
* Hpwl dp at 12.04 mm
* Drt pass-1 iters at 3
* Root Buffer: clkbuf_16
* Yosys stat chip area at 6656 sq um
* Slowest CP cell: nand3_4
* RR Endpoint: I2C_data_out_4[84]$_DFFE_PP_
* Drc violations at 0
* Fp util at 11.74%
* Vias in the first global route at 3274
* Unrepaired setup endpoints after global routing: no
* Final Cycle Share at 56.03%
* Reg clk slew, reported paths at 0.06 ns
* Global placement routability congestion at 0.7792
* Critical hold path startpoint: I2C_data_high2[73]$_DFFE_PN0N_
* P_leak at 3.358 nW
* Post-synthesis cell type count at 19
-- cells by family (layout without fill, tap and decap cells) --
family                 Yosys count  count (layout)  synth area share (%)
AND/OR/NAND/NOR                  9               9                 1.222
multiplexers                    32              32                 7.105
AND-OR/OR-AND                    2               2                0.2444
buffers and inverters          566              94                 63.95
other                            2             562                0.1128
flip-flops                      66              66                 27.37
-- final cells by class --
| cell class | count | area, sq um |
|---|---|---|
| clock buffers | 11 | 254.0 |
| clock inverters | 5 | 85.08 |
| fillers | 6477 | 50160 |
| inverters | 1 | 3.754 |
| multi-input cells | 605 | 2680 |
| flip-flops and latches | 66 | 1822 |
| well taps | 756 | 945.9 |
| repair buffers | 77 | 760.7 |
-- power breakdown --
group          internal [mW]  switching, mW
logic                 0.0594         0.0525
registers              0.611         0.0117
clock network          0.478          0.240
-- through the flow --
step / utilization [%] / setup slack, ns / hold slack (ns)
floorplan: - / 2.110 / 0.4133
global route: 11.55 / 2.044 / 0.4526
finish: 11.55 / 2.155 / 0.4412
detailed placement: 10.95 / 1.810 / 0.4305
global placement: 10.95 / 1.841 / 0.4242
CTS: 11.55 / 2.159 / 0.4417
-- per-layer routing --
metal  vias up  global-route usage (%)  wire (microns)  part of all wire [%]
met4         0                  0.4710             180                   1.3
met5         -                       0               0                     0
li1       1156                       -               -                     -
met2       286                   6.188            7267                    54
met3        13                   1.085            1391                    10
met1      1238                   3.300            4536                    34
-- worst max-delay path, delay by kind of cell --
kind,cells,cell delay [ns]
buffers and inverters,1,0.43
muxes,1,0.51
and+or+nand+nor,2,0.99
-- cells in the mapped netlist --
library cell,n,share of area (%)
a21boi_0,1,0.11
and2_1,1,0.094
and3_2,1,0.11
and4_2,1,0.15
buf_4,562,63
buf_6,3,0.51
conb_1,2,0.11
dfrtp_1,26,9.8
dfstp_2,8,3.2
edfxtp_1,32,14
inv_1,1,0.056
mux2_2,2,0.34
mux2_4,30,6.8
nand3_4,1,0.26
nor2_1,2,0.11
nor3_1,1,0.075
nor4_4,1,0.32
o22a_1,1,0.13
or2_2,1,0.094
-- worst max-delay path by stage --
stage                       start                        endpoint  slack [ns]  cells past startpoint
CTS           I2C_project_step[1]  I2C_data_high2[43]$_DFFE_PN0N_        2.16                      4
global route  I2C_project_step[1]  I2C_data_high2[55]$_DFFE_PN0N_        2.04                      4
finish        I2C_project_step[1]  I2C_data_high2[55]$_DFFE_PN0N_        2.15                      4
Power is estimated from default activity; no workload was simulated.
